$ cat ./design.v
module FIFO #(
	  parameter ADDR_WIDTH = 4,
	  parameter DATA_WIDTH = 8
	  )(
		input logic clk, reset,
		input logic read, write,
		input logic [DATA_WIDTH-1:0] data_in,
		output logic empty, full,
		output logic [DATA_WIDTH-1:0] data_out
	   );
	logic [ADDR_WIDTH-1:0] r_addr, w_addr;
	logic wr_en;
	FIFO_Control #(ADDR_WIDTH) FC (.*);
	reg_file #(ADDR_WIDTH, DATA_WIDTH) memory (.*);
endmodule 
module FIFO_Control #(
		parameter depth = 4
		)(
		input logic clk, reset,
		input logic read, write,
		output logic wr_en,
		output logic empty, full,
		output logic [depth-1:0] r_addr, w_addr
		);
	logic [4:0] count, count_next;  
	logic [depth-1:0] rd_ptr, wr_ptr;  
	always_comb begin
		empty = (count == 0);
		full = (count == 2**depth);
	end
	assign wr_en = write & (~full | read);
	always_comb begin
		wr_ptr = w_addr; 
		rd_ptr = r_addr;
		count_next = count;
		case ({read, write})
			2'b11: 
			begin
				wr_ptr = (w_addr + 1) % (2**depth); 
				rd_ptr = (r_addr + 1) % (2**depth);
			end
			2'b10:
			begin
				if (~empty) begin 
					rd_ptr = (r_addr + 1) % (2**depth);
					count_next = count - 1;
				end
			end
			2'b01:
			begin
				if (~full) begin 
					wr_ptr = (w_addr + 1) % (2**depth); 
					count_next = count + 1;
				end
			end
			2'b00: ;  
		endcase
	end
	always_ff @(posedge clk) begin
		if (reset) begin
			count <= 0;
			r_addr <= 0;
			w_addr <= 0;
		end
		else begin
			r_addr <= rd_ptr;
			w_addr <= wr_ptr;
			count <= count_next;
		end
	end
endmodule 
module reg_file #(parameter ADDR_WIDTH=4, DATA_WIDTH=8) (r_addr, w_addr, data_in, wr_en, clk, data_out);
	input logic wr_en, clk;
	input logic [ADDR_WIDTH-1:0] r_addr, w_addr;
	input logic [DATA_WIDTH-1:0] data_in;
	output logic [DATA_WIDTH-1:0] data_out;
	logic [DATA_WIDTH-1:0] memory_array [0:2**ADDR_WIDTH-1];
	always_ff @(posedge clk) begin
		if (wr_en)
			memory_array[w_addr] <= data_in;
	end
	assign data_out = memory_array[r_addr];
endmodule
$ cat ./run.sh
#!/bin/bash
# OpenROAD 26Q1-2900-gdf79404cd8, Yosys 0.63+post, stock flow scripts
make -C /OpenROAD-flow-scripts/flow DESIGN_CONFIG=/design/flow/config.mk WORK_HOME=/design/flow/orfs finish
$ cat ./config.mk
export PLATFORM = sky130hd
export DESIGN_NAME = FIFO
export DESIGN_NICKNAME = FIFO
export VERILOG_FILES = /design/flow/design.v
export SDC_FILE = /design/flow/constraint.sdc
export NUM_CORES = 4
export LEC_CHECK = 1
export CORE_UTILIZATION = 40
$ cat ./constraint.sdc
current_design FIFO

set clk_period 3.8
set clk_io_pct 0.2

create_clock -name clk0 -period $clk_period [get_ports {clk}]

set non_clock_inputs [all_inputs -no_clocks]
set_input_delay [expr $clk_period * $clk_io_pct] -clock clk0 $non_clock_inputs
set_output_delay [expr $clk_period * $clk_io_pct] -clock clk0 [all_outputs]
==> summary.txt <==
Here are the numbers from the latest Yosys + OpenROAD run.

The total die area came out at 15,200 um2. The warning tally printed by Yosys for this design is 2. The number of top-level pins came out at 22.

The total clock buffers created by CTS is 17. The slowest cell on the critical path is sky130_fd_sc_hd__mux4_1. The post-layout instance area came out at 7060 um2. The peak supply drop came out at 0.306 mV. The power dissipated by switching net loads is 922 uW. The share of total power in sequential cells came out at 43.8%. The worst path required time came out at 3.04 ns. The floorplan has 43 rows. The placement stage leaves a total instance area of 6420 um2.

The setup slack of the most critical reg-to-reg path came out at 1.58 ns. The final critical path time including I/O delays and setup came out at 3.54 ns. The number of max-cap violations is 0. The final-layout fill cell count is 1,129. In the log, the iteration count for the first detailed-route pass is 4.

The placer's final routability congestion estimate is 0.775. The worst hold path belongs to the class flop to flop. The multi-input combinational cells in the finished layout cover a total of 1580 um2. The via-per-instance ratio came out at 5.31.

The post-CTS hold buffer count recorded in the log is 0. After synthesis, flip-flops and latches occupy 71.0% of the total area. The area taken by flip-flops and latches came out at 4190 um2. The number of distinct standard cells referenced by the synthesized netlist came out at 33. The layout-stage area growth over the synthesis result came out at 19.9%. The total negative slack came out at 0 ns. The root buffer cell chosen for the clock tree is sky130_fd_sc_hd__clkbuf_16. The residual DRC count came out at 0. Per the post-synthesis report, the number of cells in the design is 297. The clock passes through at most 2 buffers. The launch point of the worst register-to-register path is recorded as FC.count[0]. Cells with a size suffix above 1 make up 23.2% of the layout. The proportion of total power due to net switching came out at 21.7%.

The number of vias after detailed routing came out at 2,879. The signal arrival time at the worst endpoint is 2.78 ns. The yosys synthesis chip area is 5890 um2. The global-route wire length before repair came out at 17,000 um. The worst relative slew slack came out at 50.6%. The clock group share of total power came out at 42.0%. The critical path goes through buf_12 -> mux4_1 -> mux4_2 -> clkdlybuf4s50_1.

In this run the number of H-tree levels came out at 4. The final worst-path cycle share is 93.3%. The height of the die came out at 123 um. The number of antenna violations at the first check in global routing is 0. The critical path is of the flop to output port type. The kind of end point of the critical path is an output port. The combined global-route utilization of all metal layers came out at 17.3%. After the first detailed-routing iteration, the DRC count stood at 272.

Counting every sink on the clock net gives 145. The leakage power summed over all cells is 2.39 nW. Nets still carrying antenna violations after routing amount to 0.

The TritonCTS clock tree is yes. The source-to-sink clock delay at the later pin of the worst-skew pair came out at 0.41 ns. The power density normalized to cell area is 600 nW/um2. The final timing report counts setup violations totalling 0. The number of buffers inserted by post-CTS setup repair is 0. During placement, the flow inserted port buffers numbering 21. The flip-flop cell with the highest count after synthesis is sky130_fd_sc_hd__edfxtp_1.

The endpoint identified for the worst register-to-register timing path is memory.memory_array[7][7]. The tool warning count for the run is 32. The synthesis-stage register bit count came out at 145. Based on the critical path, the design can be clocked at up to 0.282 GHz. The final-report max-slew violation count is 0. The worst reg-to-reg path cell count is 6. The combinational share of power came out at 14.2%.

Per STA, the endpoint of the critical path is data_out[5]. The core region is 14,100 um2. The number of synthesized flops with an enable pin came out at 128. For reference, the final report shows the hold violation count at 0. On the worst path, the slowest cell contributes a delay of 0.60 ns.

The floorplan step set the die width to 123 um. The aggregate routed wire length is 11,100 um. Detailed placement finished with a half-perimeter wire length of 7110 um. After detailed routing, the average wire length per cell comes to 20.6 um. The starting density of the core is 41.8%. The async set or reset register ratio after synthesis came out at 0%. The maximum number of pins on one net before global-route repair came out at 33. The timing report gives the clock slew at the launch and capture registers of the worst setup and hold paths as 0.06 ns. Setup repair after global routing left no endpoint under its margin. The type of origin of the critical path is a flop. After global routing the overflow that remains totals 0. The measured slew at the worst slew-check pin is 0.741 ns. The via count of the first global-routing pass is 2,980. The total cells reported by yosys after synthesis is 297. Dividing the synthesized area by the synthesized cell count gives 19.8 um2. The cell area after technology mapping came out at 5890 um2.

Across the routed clock network, the largest skew measured is 0.00460 ns. After clock tree synthesis, the repair step resized 0 gates. The flow ran to the end, and the final reports show no timing, DRC or antenna violations. The internal portion of total power is 3.32 mW.

The maximum fanout along the worst path is 21. The number of diodes is 0.
-- synthesized netlist by cell type (2+ instances only) --
master	n	area share, %
sky130_fd_sc_hd__nor2b_1	4	0.42
sky130_fd_sc_hd__nand4_1	2	0.21
sky130_fd_sc_hd__o21ai_0	2	0.17
sky130_fd_sc_hd__dfxtp_1	17	5.8
sky130_fd_sc_hd__xor2_1	5	0.74
sky130_fd_sc_hd__a21oi_1	3	0.25
sky130_fd_sc_hd__edfxtp_1	128	65
sky130_fd_sc_hd__ha_1	13	2.8
sky130_fd_sc_hd__nor2_1	31	2.0
sky130_fd_sc_hd__mux4_2	26	9.9
sky130_fd_sc_hd__nand2b_1	2	0.21
sky130_fd_sc_hd__buf_2	3	0.25
sky130_fd_sc_hd__buf_4	3	0.38
sky130_fd_sc_hd__mux2i_1	4	0.68
sky130_fd_sc_hd__clkbuf_1	2	0.13
sky130_fd_sc_hd__inv_1	5	0.32
sky130_fd_sc_hd__xnor2_1	5	0.74
sky130_fd_sc_hd__mux4_1	14	6.2
sky130_fd_sc_hd__nor3_1	4	0.34
sky130_fd_sc_hd__buf_6	2	0.38
sky130_fd_sc_hd__and2_1	3	0.32
sky130_fd_sc_hd__nand2_1	8	0.51
-- state kept, by name (all words and copies together), names as in the netlist, named ones only --
signal / count
memory.memory_array: 128
FC.count: 5
FC.r_addr: 4
FC.w_addr: 4
-- kinds of logic after synthesis --
| logic type | count (synthesis) | share of synthesized area (%) |
|---|---|---|
| AOI/OAI and AO/OA | 10 | 1.23 |
| xor gates and xnor gates | 10 | 1.49 |
| adders and majority gates | 13 | 2.76 |
| buffers and inverters | 18 | 2.12 |
| DFF | 145 | 71.0 |
| muxes | 45 | 17.1 |
| and+or+nand+nor | 56 | 4.31 |
-- layout by cell type (no fill, tap or decap), types with 3 or more instances in the layout --
cell type and count:
sky130_fd_sc_hd__edfxtp_1 128, sky130_fd_sc_hd__nor2_1 31, sky130_fd_sc_hd__mux4_2 26, sky130_fd_sc_hd__buf_4 24, sky130_fd_sc_hd__clkdlybuf4s50_1 21, sky130_fd_sc_hd__clkbuf_16 17, sky130_fd_sc_hd__dfxtp_1 16, sky130_fd_sc_hd__mux4_1 14
sky130_fd_sc_hd__ha_1 13, sky130_fd_sc_hd__nand2_1 8, sky130_fd_sc_hd__inv_1 5, sky130_fd_sc_hd__xnor2_1 5, sky130_fd_sc_hd__xor2_1 5, sky130_fd_sc_hd__bufinv_16 5, sky130_fd_sc_hd__nor2b_1 4, sky130_fd_sc_hd__nor3_1 4
sky130_fd_sc_hd__mux2i_1 4, sky130_fd_sc_hd__and2_1 3, sky130_fd_sc_hd__a21oi_1 3, sky130_fd_sc_hd__clkinvlp_4 3
-- stage by stage --
step | setup slack [ns] | power, mW | hold WS, ns | std cells | utilization, %
2_1_floorplan | 1.23 | 2.30 | 0.472 | 297 | -
3_3_place_gp | 0.651 | 2.50 | 0.487 | 510 | 45.6
3_5_place_dp | 0.622 | 2.50 | 0.490 | 510 | 45.6
4_1_cts | 0.197 | 4.29 | 0.506 | 542 | 50.1
5_1_grt | 0.106 | 4.41 | 0.540 | 542 | 50.1
6_report | 0.255 | 4.24 | 0.502 | 542 | 50.1
-- cell type report --
cell class,count,area share (%)
repair buffers,46,5.81
clock inverters,13,2.96
flip-flops and latches,145,59.3
multi-input cells,134,22.4
clock buffers,19,6.13
well taps,180,3.19
inverters,5,0.266
-- power groups by stage --
stage | registers [mW] | clock network (mW) | logic [mW]
CTS | 1.86 | 1.81 | 0.618
global route | 1.87 | 1.88 | 0.665
finish | 1.86 | 1.78 | 0.602
-- per-layer routing --
metal	GRT usage [%]	share of wire, %	wire, um
met2	24.1	45	5040
met1	25.0	40	4440
met5	0	0	0
met4	3.09	2.5	279
met3	11.2	12	1380
-- worst max-delay path, delay by kind of cell (launching register included) --
family	cells	cell delay (ns)
buffers and inverters	2	0.69
muxes	2	1.08
DFF	1	0.59
-- worst min-delay path by stage --
stage / start / end / slack [ns] / depth (start not counted)
after CTS: FC.r_addr[3] / flop / 0.51 / 2
after global routing: FC.r_addr[3] / flop / 0.54 / 2
final: FC.r_addr[3] / flop / 0.50 / 2
No activity file was given, so power comes from the tool's default toggle rates.
